===== ./run.sh =====
#!/bin/bash
# OpenROAD 26Q1-2900-gdf79404cd8, Yosys 0.63+post, stock flow scripts
make -C /OpenROAD-flow-scripts/flow DESIGN_CONFIG=/design/flow/config.mk WORK_HOME=/design/flow/orfs finish

===== ./constraint.sdc =====
current_design BCD_Adder_ndigit_Ripple

set clk_period 8.8
set clk_io_pct 0.2

create_clock -name clk0 -period $clk_period [get_ports {clk}]

set non_clock_inputs [all_inputs -no_clocks]
set_input_delay [expr $clk_period * $clk_io_pct] -clock clk0 $non_clock_inputs
set_output_delay [expr $clk_period * $clk_io_pct] -clock clk0 [all_outputs]

===== ./config.mk =====
export PLATFORM = sky130hd
export DESIGN_NAME = BCD_Adder_ndigit_Ripple
export DESIGN_NICKNAME = BCD_Adder_ndigit_Ripple
export VERILOG_FILES = /design/flow/design.v
export SDC_FILE = /design/flow/constraint.sdc
export NUM_CORES = 4
export LEC_CHECK = 1
export CORE_UTILIZATION = 40

===== ./design.v =====
module full_adder(input a, b, cin, output sum, cout);
  wire and_ab, and_bcin, and_acin; 
  xor #(15) u1(sum, cin, a, b);  
  and #(11) u3(and_ab, a, b);    
  and #(11) u4(and_bcin, b, cin);
  and #(11) u5(and_acin, a, cin);
  or #(11) u6(cout, and_ab, and_bcin, and_acin);  
endmodule
module adder4_bit(input cin, input [3:0] x, y, output cout, output [3:0] sum);
  wire [4:0] c;
  assign c[0] = cin;
  assign cout = c[4];
  genvar i;
  generate 
    for (i = 0; i <= 3; i = i + 1) begin : addbit
      full_adder adder (.a(x[i]), .b(y[i]), .cin(c[i]), .sum(sum[i]), .cout(c[i+1]));
    end
  endgenerate
endmodule 
module BCD1_digit(input cin, input [3:0] A, B, output cout, output [3:0] sum);
  wire [3:0] S, final_sum;
  wire coutadd1, OutputCarry, dummy_cout;  
  adder4_bit adder1(.cin(cin), .x(A), .y(B), .cout(coutadd1), .sum(S));  
  wire and23, and13;
  and #(11) u1(and13, S[1], S[3]);
  and #(11) u2(and23, S[2], S[3]);
  or #(11) u3(OutputCarry, and13, and23, coutadd1);   
  wire [3:0] checkS;
  assign checkS = OutputCarry ? 4'b0110 : 4'b0000;
  adder4_bit adder2(.cin(0), .x(S), .y(checkS), .cout(dummy_cout), .sum(final_sum));
  assign sum = final_sum;
  assign cout = OutputCarry;
endmodule 
module BCD_Adder_ndigit_Ripple #(parameter n = 3)(input clk, rst, cin, input [4*n-1:0] A, B, output reg [4*n-1:0] Sum, output reg Cout);
  reg [4*n-1:0] A_reg, B_reg;
  reg Cin_reg;
  wire [4*n-1:0] sum;
  wire [n:0] Carry;
  assign Carry[0] = Cin_reg;
  always @(posedge clk or posedge rst) begin
    if (rst) begin
      A_reg <= 0;
      B_reg <= 0;
      Cin_reg <= 0;
    end else begin
      A_reg <= A;
      B_reg <= B;
      Cin_reg <= cin;
    end
  end
  genvar i;
  generate
    for (i = 0; i < n; i = i + 1) begin : bcd_1digit
      BCD1_digit bcd (.cin(Carry[i]), .A(A_reg[4*i+3:4*i]), .B(B_reg[4*i+3:4*i]), .cout(Carry[i+1]), .sum(sum[4*i+3:4*i]));
    end
  endgenerate
  always @(posedge clk or posedge rst) begin
    if (rst) begin
      Sum <= 0;
      Cout <= 0;
    end else begin
      Sum <= sum;
      Cout <= Carry[n];
    end
  end
endmodule  
module Carry_LA_4bit(input [3:0] A, B, input cin, output [3:0] Sum, output Cout);
  wire [3:0] G, P, C;
  assign C[0] = cin;
  genvar i;
  generate
    for(i = 0; i < 4; i++) begin: GP_signal
      and #(11) (G[i], A[i], B[i]);
      xor #(15) (P[i], A[i], B[i]);
    end
  endgenerate
  wire p0_cin, p1_g0, p1_p0_cin, p2_g1, p2_p1_g0, p2_p1_p0_cin, p3_g2, p3_p2_g1, p3_p2_p1_g0, p3_p2_p1_p0_cin;
  and #(11) (p0_cin, P[0], cin);
  or #(11) (C[1], G[0], p0_cin);
  and #(11) (p1_g0, P[1], G[0]);
  and #(11) (p1_p0_cin, P[1], P[0], cin);
  or #(11) (C[2], G[1], p1_g0, p1_p0_cin);
  and #(11) (p2_g1, P[2], G[1]);
  and #(11) (p2_p1_g0, P[2], P[1], G[0]);
  and #(11) (p2_p1_p0_cin, P[2], P[1], P[0], cin);
  or #(11) (C[3], G[2], p2_g1, p2_p1_g0, p2_p1_p0_cin);
  and #(11) (p3_g2, P[3], G[2]);
  and #(11) (p3_p2_g1, P[3], P[2], G[1]);
  and #(11) (p3_p2_p1_g0, P[3], P[2], P[1], G[0]);
  and #(11) (p3_p2_p1_p0_cin, P[3], P[2], P[1], P[0], cin);
  or #(11) (Cout, G[3], p3_g2, p3_p2_g1, p3_p2_p1_g0, p3_p2_p1_p0_cin);
  generate
    for (i = 0; i < 4; i++) begin : generate_sum
      xor #(15) (Sum[i], P[i], C[i]);
    end
  endgenerate
endmodule
module ClA_BCD_1digit(input Cin, input [3:0] A, B, output Cout, output [3:0] Sum);
  wire [3:0] sum_adder1, final_sum;
  wire cout_adder1, output_carry, dummy_cout;
  Carry_LA_4bit add1(.A(A), .B(B), .cin(Cin), .Sum(sum_adder1), .Cout(cout_adder1));
  wire and13, and23;
  and #(11)(and13, sum_adder1[1], sum_adder1[3]);
  and #(11)(and23, sum_adder1[2], sum_adder1[3]);
  or #(11)(output_carry, and13, and23, cout_adder1);
  wire [3:0] check_sum1;
  assign check_sum1 = output_carry ? 4'b0110 : 4'b0000;
  Carry_LA_4bit add2(.A(sum_adder1), .B(check_sum1), .cin(1'b0), .Sum(final_sum), .Cout(dummy_cout));
  assign Sum = final_sum;
  assign Cout = output_carry;
endmodule
module BCD_Adder_ndigit_Cla #(parameter n = 3)(input clk, rst, cin, input [4*n-1:0] A, B, output reg [4*n-1:0] Sum, output reg Cout);
  reg [4*n-1:0] A_reg, B_reg;
  reg Cin_reg;
  wire [4*n-1:0] sum;
  wire [n:0] Carry;
  assign Carry[0] = Cin_reg;
  always @(posedge clk or posedge rst) begin
    if (rst) begin
      A_reg <= 0;
      B_reg <= 0;
      Cin_reg <= 0;
    end else begin
      A_reg <= A;
      B_reg <= B;
      Cin_reg <= cin;
    end 
  end 
  genvar i;
  generate
    for (i = 0; i < n; i++) begin : bcd_1digit
      ClA_BCD_1digit bcd (.Cin(Carry[i]), .A(A_reg[4*i+3:4*i]), .B(B_reg[4*i+3:4*i]), .Cout(Carry[i+1]), .Sum(sum[4*i+3:4*i]));
    end
  endgenerate  
  always @(posedge clk or posedge rst) begin
    if (rst) begin
      Sum <= 0;
      Cout <= 0;
    end 
  	else begin
      Sum <= sum;
      Cout <= Carry[n];
  	 end
	end		 
endmodule 
module BCD_Adder_ndigit_Behavioral #(parameter n = 3)(input clk, rst, cin, input [4*n-1:0] A, B, output reg [4*n-1:0] Sum, output reg Cout);
  integer i;
  reg [4:0] temp;
  reg [3:0] a_digit, b_digit;
  reg carry;
  reg [4*n-1:0] next_Sum;
  always @(posedge clk or posedge rst) begin
    if (rst) begin
      Sum  <= 0;
      Cout <= 0;
    end else begin
      carry = cin;
      next_Sum = 0;
      for (i = 0; i < n; i = i + 1) begin
        a_digit = (A >> (i * 4)) & 4'b1111;
        b_digit = (B >> (i * 4)) & 4'b1111;
        temp = a_digit + b_digit + carry;
        if (temp > 9) begin
          temp = temp + 6;
          carry = 1;
        end else begin
          carry = 0;
        end
        next_Sum = next_Sum | (temp[3:0] << (i * 4));
      end
      Sum  <= next_Sum;
      Cout <= carry;
    end
  end
endmodule

==> Changelog: implementation <==
### Physical design

- Status: complete, no violations
- Setup ws final: 1.95 ns
- Final hold viol count: 0
- Crit Path Class: register to register
- Tightest Pin Transition: 0.446 ns
- Initial Util: 43.1%
- Fillcell total: 268
- Placed Area: 0.00195 mm2
- Area Overhead vs Synth: 36.5%
- Largest net degree at the start of global routing: 39
- First-pass GRT wire length: 3.78 mm
- Maximum buffer depth of the clock tree: 2
- Post-Place Setup Slack: 1.95 ns
- Seq share, synth: 63.5%
- Minimum clock period after layout: 6.85 ns
- Tool warnings: 25
- Yosys warning total: 2
- Area share, top type: 63.5%
- Tot GR Track Use: 13.1%
- Post-DR wirelength/cell: 10.5 um
- Power per Cell Area: 217 mW/mm2
- Vias in the first global route: 864
- Final ANT Viol Nets: 0
- I/O pins: 40
- Slew Limit Headroom: 70.2%
- Worst VDD drop: 120 uV
- WP data arrival: 7.05 ns
- Max_cap viols: 0
- Sw Share: 23.3%
- Clock root buffer: clkbuf_8
- Met2 GRT Util: 18.7%
- Num CTS Buffers: 5
- Clk pwr share: 26.4%
- Gpl congestion: 0.745
- CTS tree: yes
- R2R Setup Slk: 1.95 ns
- Post-route cell area: 0.00204 mm2
- Die area: 0.00399 mm2
- Post-CTS setup repair buffer count: 0
- Seq pwr share: 47.4%
- Comb pwr share: 26.2%
- CTS Sinks: 38
- Max Freq: 146 MHz
- Min-Delay Path Class: register to register
- Synth area leader: dfrtp_1
- Crit Path Max Fanout: 4
- Cts hold-fix bufs: 0
- Final period utilization: 77.9%
- Internal power: 0.341 mW
- YS chip area: 0.00150 mm2
- Post-DP HPWL: 1.52 mm
- Logic area: 440 um2
- Die X: 63.2 um
- Worst path required time: 8.99 ns
- Final Setup Violations: 0
- Setup TNS: 0 ns
- Port buffer count: 39
- Vias/cell: 4.32
- RSZ-0062 raised after global routing: false
- CP Capture Type: register
- Critical path's largest stage delay: 0.57 ns
- Final slew viol count: 0
- WHS: 0.523 ns
- Cell at the slowest stage of the critical path: fa_1
- Register bit total from synthesis: 38
- CTS H-Tree Depth: 2
- Final wirelength: 2.07 mm
- Cells after Synth: 103
- Met1 Resource Use GR: 19.9%
- Post-layout power: 0.444 mW
- Reg clk slew, reported paths: 0.07 ns
- First-pass iteration count of the detailed router: 4
- Avg Cell Area, Syn: 14.5 um2
- DRC Markers: 0
- Initial antenna violation count: 0
- Psw: 0.104 mW
- Buf+Inv Stages, Crit Path: 6
- Initial drt markers: 30
- Cell Type Count: 12
- # rows: 21
- Busiest layer in global routing: met1
- Worst setup SP type: register
- Flip-flop and latch area: 951 um2
- Layout cell share with drive strength beyond 1: 5.30%
- Antenna Diode Count: 0
- Clock Skew: 0.00567 ns
- GRT Residual Overflow: 0
- Top cells, area: dfrtp_1, fa_1, inv_1
- Met3 Use GR: 5.88%
- Core area: 0.00347 mm2
- Leakage: 0.987 nW
- Die H: 63.2 um
- Top delay family on crit path: adder cells
- Critical path's most frequent cell: fa_1
- Post-cts resize count: 0
- Post-Syn Area: 0.00150 mm2
- DR vias: 852
- Cell count in the Yosys report: 103
- Clock Latency Late Sink: 0.28 ns
[kinds of logic after synthesis]
kind of cell             synth area share (%)
XOR/XNOR                                 1.76
flip-flops                               63.5
AND/OR/NAND/NOR                          1.67
AND-OR/OR-AND                            4.93
buffers and inverters                    7.02
adder cells (fa/ha/maj)                  21.1
[synthesized netlist by cell type]
master	instances
dfrtp_1	38
o22ai_1	1
a211oi_1	2
nand2b_1	1
ha_1	6
a21o_1	4
inv_1	28
fa_1	12
o32ai_1	2
a21oi_1	1
nand2_1	5
xor2_1	3
[worst paths after layout]
kind                       startpoint  depth (start not counted)        to
min reg2reg                  A_reg[8]                          1    Sum[8]
min in group asynchronous         rst                          3   Sum[11]
max in group asynchronous         rst                          3  B_reg[5]
max                           Cin_reg                         25   Sum[11]
min                          A_reg[8]                          1    Sum[8]
max reg2reg                   Cin_reg                         25   Sum[11]
[final cells by class]
cell class / count / area share, %
sequential: 38 / 46.5
multi-input combinational: 37 / 21.6
timing repair buffer: 40 / 19.5
inverter: 28 / 5.14
clock buffer: 7 / 4.23
tap: 46 / 2.82
clock inverter: 1 / 0.245
[layout by cell type, fill, tap and decap left out]
cell type,Yosys,final
o22ai_1,1,1
nand2b_1,1,1
inv_1,28,28
clkbuf_1,0,1
a211oi_1,2,2
ha_1,6,6
xor2_1,3,3
a21oi_1,1,1
fa_1,12,12
a21o_1,4,4
clkbuf_8,0,6
nand2_1,5,5
dfrtp_1,38,38
clkinv_2,0,1
clkdlybuf4s50_1,0,39
buf_4,0,1
o32ai_1,2,2
[per-stage QoR]
step                      utilization [%]  cells
after floorplan                         -    103
after global placement               56.3    189
after detailed placement             56.3    189
after CTS                            58.9    197
after global routing                 58.9    197
final                                58.9    197
[power by group through the flow]
stage / clock [mW] / combinational, mW / sequential [mW]
4_1_cts: 0.122 / 0.119 / 0.211
5_1_grt: 0.133 / 0.133 / 0.214
6_report: 0.117 / 0.116 / 0.211
[routing by layer]
metal / vias to the layer above / wire length, um
met5: - / 0
met4: 0 / 46
met3: 5 / 163
met2: 32 / 1010
met1: 415 / 851
li1: 400 / -
Power and IR drop assume default switching activity.
